==> flow/design.v <==
module seven_seg(
  input  logic        clk_100mhz,
  input  logic        nrst,
  output logic        ca,
  output logic        cb,
  output logic        cc,
  output logic        cd,
  output logic        ce,
  output logic        cf,
  output logic        cg,
  output logic        dp,
  output logic [7:0]  an,
  input  logic [31:0] val
);
  localparam ZERO   = 7'b000_0001;
  localparam ONE    = 7'b100_1111;
  localparam TWO    = 7'b001_0010;
  localparam THREE  = 7'b000_0110;
  localparam FOUR   = 7'b100_1100;
  localparam FIVE   = 7'b010_0100;
  localparam SIX    = 7'b010_0000;
  localparam SEVEN  = 7'b000_1111;
  localparam EIGHT  = 7'b000_0000;
  localparam NINE   = 7'b000_0100;
  localparam CHAR_A = 7'b000_1000;
  localparam CHAR_B = 7'b110_0000;
  localparam CHAR_C = 7'b111_0010;
  localparam CHAR_D = 7'b100_0010;
  localparam CHAR_E = 7'b011_0000;
  localparam CHAR_F = 7'b011_1000;
  localparam STEP   = 10000;
  logic [13:0] cnt, cnt_r;
  logic [2:0]  idx, idx_r;
  always_comb begin
    cnt = cnt_r + 1;
    idx = idx_r;
    if (cnt_r == STEP - 1) begin
      cnt = 0;
      idx = idx_r + 1;
    end
  end
  always_ff @(posedge clk_100mhz, negedge nrst)
    if (!nrst) begin
      cnt_r <= 0;
      idx_r <= 0;
    end else begin
      cnt_r <= cnt;
      idx_r <= idx;
    end
  always_comb
    case (idx_r)
      0: an = 8'b1111_1110;
      1: an = 8'b1111_1101;
      2: an = 8'b1111_1011;
      3: an = 8'b1111_0111;
      4: an = 8'b1110_1111;
      5: an = 8'b1101_1111;
      6: an = 8'b1011_1111;
      7: an = 8'b0111_1111;
    endcase
  logic [3:0] digit;
  always_comb
    case (idx_r)
      0: digit = val[3:0];
      1: digit = val[7:4];
      2: digit = val[11:8];
      3: digit = val[15:12];
      4: digit = val[19:16];
      5: digit = val[23:20];
      6: digit = val[27:24];
      7: digit = val[31:28];
    endcase
  always_comb
    case (digit)
      0:  {ca, cb, cc, cd, ce, cf, cg} = ZERO;
      1:  {ca, cb, cc, cd, ce, cf, cg} = ONE;
      2:  {ca, cb, cc, cd, ce, cf, cg} = TWO;
      3:  {ca, cb, cc, cd, ce, cf, cg} = THREE;
      4:  {ca, cb, cc, cd, ce, cf, cg} = FOUR;
      5:  {ca, cb, cc, cd, ce, cf, cg} = FIVE;
      6:  {ca, cb, cc, cd, ce, cf, cg} = SIX;
      7:  {ca, cb, cc, cd, ce, cf, cg} = SEVEN;
      8:  {ca, cb, cc, cd, ce, cf, cg} = EIGHT;
      9:  {ca, cb, cc, cd, ce, cf, cg} = NINE;
      10: {ca, cb, cc, cd, ce, cf, cg} = CHAR_A;
      11: {ca, cb, cc, cd, ce, cf, cg} = CHAR_B;
      12: {ca, cb, cc, cd, ce, cf, cg} = CHAR_C;
      13: {ca, cb, cc, cd, ce, cf, cg} = CHAR_D;
      14: {ca, cb, cc, cd, ce, cf, cg} = CHAR_E;
      15: {ca, cb, cc, cd, ce, cf, cg} = CHAR_F;
    endcase
  assign dp = 1;
endmodule
==> flow/run.sh <==
#!/bin/bash
# OpenROAD 26Q1-2900-gdf79404cd8, Yosys 0.63+post, stock flow scripts
make -C /OpenROAD-flow-scripts/flow DESIGN_CONFIG=/design/flow/config.mk WORK_HOME=/design/flow/orfs finish
==> flow/config.mk <==
export PLATFORM = sky130hd
export DESIGN_NAME = seven_seg
export DESIGN_NICKNAME = seven_seg
export VERILOG_FILES = /design/flow/design.v
export SDC_FILE = /design/flow/constraint.sdc
export NUM_CORES = 4
export LEC_CHECK = 1
export CORE_UTILIZATION = 30
==> flow/constraint.sdc <==
current_design seven_seg

set clk_period 2.8
set clk_io_pct 0.2

create_clock -name clk0 -period $clk_period [get_ports {clk_100mhz}]

set non_clock_inputs [all_inputs -no_clocks]
set_input_delay [expr $clk_period * $clk_io_pct] -clock clk0 $non_clock_inputs
set_output_delay [expr $clk_period * $clk_io_pct] -clock clk0 [all_outputs]
==> flow_metrics.tcl <==
# flow metrics
set metrics [dict create \
    ir_worst_vdd_v 0.0003385 \
    warning_count 38 \
    dpl.hpwl_mm 2.737 \
    slowest_delay_ps 530 \
    ys_cells 155 \
    cap_violations 0 \
    cts.htree.levels 1 \
    grt_max_degree 18 \
    clock_sinks 17 \
    portBuffers 48 \
    ys_ff 17 \
    r2r_setup_slack_ps 1190 \
    avgRoutedWirePerCell_um 12.68 \
    max_freq_mhz 292.8 \
    drive_gt1_frac 0.3755 \
    die_h_um 71.08 \
    ant_nets 0 \
    grt_pass1_wl_mm 6.320 \
    common_cells "nor2_1 (18), dfrtp_1 (17), ha_1 (14), inv_1 (13), nand3_1 (10)" \
    crit_fanout 5 \
    gp_congestion 0.8519 \
    edf_count 0 \
    start_kind "flop" \
    cpMaxStageDelayCell "or4_4" \
    status "complete, but fails checks" \
    first_global_vias 1424 \
    hold_path_class "reg2reg" \
    rows 24 \
    min_period_over_period 1.220 \
    core_util_floorplan 0.3199 \
    antenna_found_initial 0 \
    dr.pass1.iters 21 \
    drc 0 \
    critPathCaptureType "output port" \
    worst_slack_ps -615.7 \
    via_per_inst 4.909 \
    violations "negative setup slack" \
    top_area_cell "dfrtp_1" \
    async_flop_share 1.000 \
    fin_cells 297 \
    slew_viol_final 0 \
    crit_top_cell "ha_4" \
    power.leakage_nw 1.077 \
    critPathArrivalTime_ps 2860 \
    critPathKind "reg2out" \
    setup_viol 7 \
    dp_cells 276 \
    synth_warnings 1 \
    crit_chain "ha_4 -> ha_4 -> or4_4 -> nand2b_4 -> o2111a_2 -> nor2_4 -> buf_6 -> ha_4 -> mux2_4 -> o21ai_2 -> buf_2" \
    globalRouteOverflowTotal 0 \
    flop_cell "dfrtp_1" \
    synth.distinct_cells 49 \
    powerDensity_nw_per_um2 227.2 \
    max-slew-margin-rel 0.4973 \
    syn_inst 155 \
    yosysChipArea_um2 1431 \
    root_buffer "clkbuf_8" \
    die_w_um 71.08 \
    clock-skew-final_ps 1.097 \
    topCellsByArea "dfrtp_1 (30%), ha_1 (12%), nor2_1 (4.7%), xor2_1 (4.3%), xnor2_1 (3.7%)" \
    coreArea_um2 4474 \
    tightestPinTransition_ps 751.6 \
    synth_top_area_share 0.2972 \
    areaGrowthSynthToFinish_pct 75.52 \
    ios 50 \
    required_ps 2240 \
    clk_path_buf_depth 2 \
    clk_pin_slew_ps 60 \
    cts_tree "done" \
    antennaDiodeCount 0 \
    synth_area_per_cell_um2 9.235 \
    cts_hold_buf 0 \
    cts_buffers 3 \
    dieArea_um2 5052 \
    insertion_delay_ps 240 \
    drt-initial-drc-count 74 \
    hold_violations 0 \
    rsz0062_at_grt "true" \
    routed_wl_mm 3.767 \
    via_count 1458 \
    ys_seq_share 0.2972 \
    grt_use_total 0.1552 \
    total_power_uw 570.9 \
    synth_top_cell_by_count "nor2_1" \
    synth_area_um2 1431 \
    period_needed_ps 3416 \
]
-- worst paths after layout --
path	startpoint	end	depth (start not counted)
setup reg to reg	cnt_r[0]	idx_r[2]	5
setup / recovery	idx_r[1]	cb	11
min in group asynchronous	nrst	cnt_r[5]	1
hold / removal	cnt_r[0]	cnt_r[0]	1
max in group asynchronous	nrst	idx_r[2]	1
hold reg to reg	cnt_r[0]	cnt_r[0]	1
-- sequential cells by signal, summed over array words and instances (netlist names) --
register  flops
cnt_r        14
idx_r         3
-- metal layers --
metal	part of all wire	wire length, um	track usage	up-vias
li1	-	-	-	732
met1	0.51	1909	0.2371	689
met2	0.45	1698	0.2553	35
met3	0.039	148	0.01156	2
met4	0.0027	10	0.01556	0
met5	0	0	0	-
-- kinds of logic (layout without fill, tap and decap cells) --
logic type,after synthesis,after routing,share of synthesized area
xor+xnor,13,13,0.07955
simple gates,60,60,0.2264
buf+inv,18,108,0.05856
mux,7,7,0.05070
compound gates,25,25,0.1626
other cells,1,1,0.002620
flops,17,17,0.2972
fa+ha+maj,14,14,0.1224
-- power breakdown --
part | internal (mW) | total (mW) | switching (mW)
clock | 0.0984 | 0.174 | 0.0759
combinational | 0.0981 | 0.151 | 0.0528
sequential | 0.246 | 0.246 | 0
-- worst max-delay path, delay by kind of cell (launching register included) --
family          cells  cell delay (ps)
compound gates      2              290
buf+inv             2              220
simple gates        3              870
flops               1              420
mux                 1              270
fa+ha+maj           3              540
-- timing repair --
item | 4_1_cts | 5_1_grt
buffers inserted | 15 | 2
endpoints found under the setup margin | 7 | 7
resized | 53 | 1
pin swaps | 12 | 8
-- final cells by class --
| type | instances | area [um^2] |
|---|---|---|
| Fill cell | 356 | 1962 |
| Multi-Input combinational cell | 120 | 1116 |
| Timing Repair Buffer | 91 | 809.5 |
| Sequential cell | 17 | 426.7 |
| Tap cell | 52 | 65.06 |
| Inverter | 13 | 48.80 |
| Clock buffer | 3 | 41.29 |
| Clock inverter | 1 | 5.005 |
-- per-stage QoR --
step           utilization  TNS (ps)  area [um^2]  hold slack, ps  setup slack [ps]
6_report            0.5615     -3871         2512           496.4            -615.7
5_1_grt             0.5615     -4611         2512           513.2            -722.0
4_1_cts             0.5573     -3834         2494           496.3            -642.8
3_5_place_dp        0.4941     -4480         2211           482.5            -713.4
3_3_place_gp        0.4941     -4182         2211           474.3            -672.3
2_1_floorplan            -    -447.7         1511           264.4            -156.5
-- cell usage in the layout (no fill, tap or decap), drive strengths merged, types with 2 or more instances in the layout --
master	count
buf	49
clkdlybuf4s50	41
nor2	19
dfrtp	17
ha	14
inv	13
nand3	10
nand2	9
xor2	7
xnor2	6
mux2i	5
nor3	4
a22o	4
nand4	3
clkbuf	3
and3	3
o21ai	3
and4	2
and2b	2
a31oi	2
a222oi	2
a21oi	2
nand2b	2
mux2	2
o22ai	2
o32ai	2
No activity file was given, so power comes from the tool's default toggle rates.
