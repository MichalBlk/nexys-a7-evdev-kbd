$ cat flow/design.v
module debouncer #(
  parameter CNT = 4
)(
  input  logic clk_100mhz,
  input  logic nrst,
  input  logic src,
  output logic dst
);
  localparam CNTLEN = $clog2(CNT);
  logic [CNTLEN - 1:0] cnt, cnt_r;
  logic                cur, cur_r;
  logic                out, out_r;
  always_comb begin
    cnt = cnt_r;
    cur = cur_r;
    out = out_r;
    if (src == cur_r) begin
      if (cnt_r == CNT - 1)
        out = cur_r;
      else
        cnt = cnt_r + 1;
    end else begin
      cnt = 0;
      cur = src;
    end
  end
  always_ff @(posedge clk_100mhz, negedge nrst)
    if (!nrst) begin
      cnt_r <= 0;
      cur_r <= 0;
      out_r <= 0;
    end else begin
      cnt_r <= cnt;
      cur_r <= cur;
      out_r <= out;
    end
  assign dst = out_r;
endmodule
$ cat flow/constraint.sdc
current_design debouncer

set clk_period 1.3
set clk_io_pct 0.2

create_clock -name clk0 -period $clk_period [get_ports {clk_100mhz}]

set non_clock_inputs [all_inputs -no_clocks]
set_input_delay [expr $clk_period * $clk_io_pct] -clock clk0 $non_clock_inputs
set_output_delay [expr $clk_period * $clk_io_pct] -clock clk0 [all_outputs]
$ cat flow/config.mk
export PLATFORM = sky130hd
export DESIGN_NAME = debouncer
export DESIGN_NICKNAME = debouncer
export VERILOG_FILES = /design/flow/design.v
export SDC_FILE = /design/flow/constraint.sdc
export NUM_CORES = 4
export LEC_CHECK = 1
export CORE_AREA = 10 10 70 70
export DIE_AREA = 0 0 80 80
$ cat flow/run.sh
#!/bin/bash
# OpenROAD 26Q1-2900-gdf79404cd8, Yosys 0.63+post, stock flow scripts
make -C /OpenROAD-flow-scripts/flow DESIGN_CONFIG=/design/flow/config.mk WORK_HOME=/design/flow/orfs finish
==> flow_summary.json <==
{
  "outcome": "finished clean",
  "rows": 21,
  "vias": 126,
  "clock-sinks": 4,
  "die_w_um": 80,
  "synth_cells": 14,
  "worst_slew_pin_slew_ns": 0.197,
  "power.leakage_uw": 0.000110,
  "drive_above_1_share_pct": 20.0,
  "initial_core_util_pct": 5.09,
  "port_buffers": 3,
  "synth_top_area_share_pct": 57.6,
  "ios": 4,
  "end_kind": "flip-flop",
  "wl_per_cell_um": 6.29,
  "grtUsageTotal_pct": 1.51,
  "setup_viol": 0,
  "antenna_found_initial": 0,
  "path_max_fanout": 4,
  "clk_path_buf_depth": 2,
  "n_fill_cell": 407,
  "ys_area_um2": 174,
  "tns_ns": 0,
  "timing_hold_violations_final": 0,
  "chipArea_um2": 6400,
  "numCtsBuffers": 3,
  "finalCritPeriodShare_pct": 91.2,
  "syn_area_um2": 174,
  "topCellsByArea": "dfrtp_1 (58%), xor2_1 (10%), ha_1 (7.2%)",
  "clkLatencyLatePin_ns": 0.24,
  "critPathLaunchType": "flip-flop",
  "slew_violations": 0,
  "drt_iter0_drc": 1,
  "pwr-share-clk_pct": 35.8,
  "crit_path_cell_trace": "ha_1 -> a21o_1 -> a22o_1",
  "period_minus_slack_ns": 1.18,
  "antenna_cells": 0,
  "ant_nets": 0,
  "rsz0062_at_grt": "no",
  "overflow": 0,
  "hpwl_um": 279,
  "synth-seq-cells": 4,
  "grt_pass1_wl_um": 752,
  "ys_warn_count": 1,
  "avgSynthCellArea_um2": 12.4,
  "crit_type": "reg -> reg",
  "viasPerCell": 1.91,
  "cts.hold.buffers_added": 0,
  "fin_skew_ns": 0.00558,
  "htree_num_levels": 1,
  "p_int_uw": 320,
  "crit_slowest_cell": "dfrtp_1",
  "slew_headroom_pct": 86.8,
  "yosysUniqueCellTypes": 9,
  "p_sw_share_pct": 28.2,
  "final_common_cell": "dfrtp_1",
  "drv_cap": 0,
  "synthToLayoutAreaGrowth_pct": 64.7,
  "required_ns": 1.42,
  "ys_cells": 14,
  "grt_max_degree": 5,
  "globalplace.congestion": 0.669,
  "ys_seq_share_pct": 57.6,
  "hold_path.class": "in -> async",
  "p_total_uw": 445,
  "cts_tree": "yes",
  "vdd_drop_max_mv": 0.400,
  "p_switching_uw": 125,
  "power.density_nw_per_um2": 1550,
  "wirelength_um": 415,
  "final_cell_mix": "dfrtp_1 (4), clkbuf_4 (3), xor2_1 (2), nor2_1 (2), clkdlybuf4s50_1 (2)",
  "p_comb_share_pct": 24.2,
  "core_um2": 3420,
  "clk_pin_slew_worst_paths_ns": 0.04,
  "top_area_cell": "dfrtp_1",
  "hold_ws_ns": 0.225,
  "warnings": 25,
  "worstPathArrival_ns": 1.31,
  "max_clock_freq_mhz": 844,
  "cts-root-buf": "clkbuf_4",
  "remaining_drc_errors": 0,
  "cp_slowest_stage_delay_ns": 0.38,
  "drtPass1Iterations": 2,
  "grt_pass1_vias": 174,
  "die_h_um": 80,
  "pwr-share-seq_pct": 40.0
}
[synthesized netlist by cell type, drive strengths merged]
cell type  instances
ha                 1
a21o               1
clkbuf             1
xor2               2
nand2b             1
nor2               2
dfrtp              4
mux2i              1
a22o               1
[worst paths after layout]
kind                          start    end  slack [ns]  cells after the start
hold reg to reg               cur_r  out_r        0.53                      1
setup reg to reg           cnt_r[0]  out_r        0.12                      3
setup / recovery           cnt_r[0]  out_r        0.12                      3
min in group clk0             cur_r  out_r        0.53                      1
hold / removal                 nrst  out_r        0.22                      1
max in group asynchronous      nrst  cur_r        0.90                      1
[routing by layer]
| layer | global-route usage, % | wire length, µm | up-vias |
|---|---|---|---|
| met5 | 0 | 0 | - |
| met4 | 0.880 | 0 | 0 |
| met3 | 1.02 | 37 | 0 |
| met2 | 1.93 | 180 | 4 |
| met1 | 1.80 | 197 | 64 |
| li1 | - | - | 58 |
[kinds of logic (layout without fill, tap and decap cells)]
kind of cell,Yosys count,in the layout,synth area share [%]
multiplexers,1,1,5.76
adder cells (fa/ha/maj),1,1,7.19
XOR/XNOR,2,2,10.1
flip-flops,4,4,57.6
AND/OR/NAND/NOR,3,3,7.92
buffers and inverters,1,7,2.16
AND-OR/OR-AND,2,2,9.36
[area by class of cell]
| cell class | instances | area (µm²) | share of cell area (%) |
|---|---|---|---|
| Timing Repair Buffer | 4 | 36.3 | 12.7 |
| Clock buffer | 3 | 22.5 | 7.86 |
| Multi-Input combinational cell | 9 | 70.1 | 24.5 |
| Sequential cell | 4 | 100 | 34.9 |
| Tap cell | 46 | 57.6 | 20.1 |
[through the flow]
stage          cells  setup slack, ns  util (%)  instance area (µm²)
3_5_place_dp      62           0.0432      7.55                  258
6_report          66            0.115      8.39                  287
4_1_cts           66            0.109      8.39                  287
5_1_grt           66           0.0626      8.39                  287
2_1_floorplan     14            0.175         -                  174
3_3_place_gp      62           0.0744      7.55                  258
[power by group through the flow]
stage	Combinational, µW	Clock [µW]	Sequential (µW)
5_1_grt	124	180	185
6_report	108	159	178
4_1_cts	109	169	179
[repair_timing]
| item | 4_1_cts | 5_1_grt |
|---|---|---|
| gates resized | 1 | 0 |
| endpoints found under the setup margin | 1 | 0 |
| buffers inserted | 1 | 0 |
[sequential cells by signal, summed over array words and instances, names as in the netlist]
register / cells
cur_r: 1
out_r: 1
cnt_r: 2
[worst max-delay path, delay by kind of cell, from the launching register on]
family | cells | cell delay [ns]
adders and majority gates | 1 | 0.27
AOI/OAI and AO/OA | 2 | 0.42
DFF | 1 | 0.38
Power and IR drop assume default switching activity.
